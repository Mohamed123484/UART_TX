`config.mk`:
```
export PLATFORM = sky130hd
export DESIGN_NAME = UART_TX
export DESIGN_NICKNAME = UART_TX
export VERILOG_FILES = /design/flow/design.v
export SDC_FILE = /design/flow/constraint.sdc
export NUM_CORES = 4
export LEC_CHECK = 1
export CORE_AREA = 10 10 85 85
export DIE_AREA = 0 0 95 95
```
`constraint.sdc`:
```
current_design UART_TX

set clk_period 1.8
set clk_io_pct 0.2

create_clock -name clk0 -period $clk_period [get_ports {CLK}]

set non_clock_inputs [all_inputs -no_clocks]
set_input_delay [expr $clk_period * $clk_io_pct] -clock clk0 $non_clock_inputs
set_output_delay [expr $clk_period * $clk_io_pct] -clock clk0 [all_outputs]
```
`design.v`:
```
module FSM (
  input             Data_Valid, PAR_EN, ser_done,
  input             CLK, RST,
  output reg [2:0]  mux_sel,
  output reg        ser_en, busy
  );
  localparam  IDLE  = 3'b000,
              START = 3'b001,
              DATA  = 3'b011,
              PAR   = 3'b010,
              STOP  = 3'b110;
  reg [2:0]   current_state,
              next_state;
  always @(posedge CLK or negedge RST)
    begin
      if(!RST)
        begin
          current_state <= IDLE ;
        end
      else
        begin
          current_state <= next_state ;
        end
    end
  always @(*)
    begin
      case(current_state)
        IDLE    : begin
                    ser_en = 1'b0;
                    mux_sel = 3'd0;
                    busy = 1'b0;
                    if (Data_Valid)
                      next_state = START;
                    else
                      next_state = IDLE;
                  end
        START   : begin
                    ser_en = 1'b1;
                    mux_sel = 3'd1;
                    busy = 1'b1;
                    next_state = DATA;
                  end
        DATA    : begin
                    mux_sel = 3'd2;
                    busy = 1'b1;
                    if (ser_done && PAR_EN)
                      begin
                        next_state = PAR;
                        ser_en = 1'b0;
                      end
                    else if (ser_done)
                      begin
                        next_state = STOP;
                        ser_en = 1'b0;
                      end
                    else
                      begin
                        next_state = DATA;
                        ser_en = 1'b1;
                      end
                  end
        PAR     : begin
                    ser_en = 1'b0;
                    mux_sel = 3'd3;
                    busy = 1'b1;
                    next_state = STOP;
                  end
        STOP    : begin
                    ser_en = 1'b0;
                    mux_sel = 3'd4;
                    busy = 1'b1;
                    if (Data_Valid)
                      next_state = START;
                    else
                      next_state = IDLE;
                  end
        default : begin
                    ser_en = 1'b0;
                    mux_sel = 3'd0;
                    busy = 1'b0;
                    next_state = IDLE;
                  end
      endcase
    end
endmodule
module MUX (
  input [2:0] mux_sel,
  input       ser_data,
  input       par_bit,
  output reg  TX_OUT
  );
  always @(*)
    begin
      case (mux_sel)
        3'd0    : TX_OUT = 1'b1;
        3'd1    : TX_OUT = 1'b0;
        3'd2    : TX_OUT = ser_data;
        3'd3    : TX_OUT = par_bit;
        3'd4    : TX_OUT = 1'b1;
        default : TX_OUT = 1'b1;
      endcase
    end
endmodule
module UART_TX (
  input [7:0] P_DATA,
  input       Data_Valid, PAR_EN, PAR_TYP,
  input       CLK, RST,
  output      TX_OUT, busy
  );
  wire        ser_en, ser_data, ser_done,
              par_bit;
  wire [2:0]  mux_sel;
  serializer U0 (
    .P_DATA(P_DATA),
    .ser_en(ser_en),
    .CLK(CLK), 
    .RST(RST),
    .ser_data(ser_data),
    .ser_done(ser_done)
    );
  parity_calc U1 (
  .P_DATA(P_DATA),
  .Data_Valid(Data_Valid),
  .PAR_TYP(PAR_TYP),
  .CLK(CLK),
  .RST(RST),
  .par_bit(par_bit)
  );
  FSM U2 (
  .Data_Valid(Data_Valid),
  .PAR_EN(PAR_EN),
  .ser_done(ser_done),
  .CLK(CLK),
  .RST(RST),
  .mux_sel(mux_sel),
  .ser_en(ser_en),
  .busy(busy)
  );
  MUX U3 (
  .mux_sel(mux_sel),
  .ser_data(ser_data),
  .par_bit(par_bit),
  .TX_OUT(TX_OUT)
  );
endmodule
module parity_calc (
  input [7:0] P_DATA,
  input       Data_Valid, PAR_TYP,
  input       CLK, RST,
  output reg  par_bit
  );
  always @(posedge CLK or negedge RST)
    begin
      if (!RST)
        begin
          par_bit <= 1'b0;
        end
      else if (Data_Valid)
        begin
          case (PAR_TYP)
            1'b0: par_bit <= ^(P_DATA);
            1'b1: par_bit <= ~^(P_DATA);
          endcase
        end
    end
endmodule
module serializer (
  input [7:0] P_DATA,
  input       ser_en,
  input       CLK, RST,
  output reg  ser_data,
  output      ser_done
  );
  reg [3:0] ser_count;
  always @(posedge CLK or negedge RST)
    begin
      if (!RST)
        begin
          ser_data <= 1'b0;
        end
      else if (ser_en)
        begin
          ser_data <= P_DATA[ser_count];
        end
      else
        begin
          ser_data <= 1'b0;
        end
    end
    always @(posedge CLK or negedge RST)
      begin
        if (!RST)
        begin
          ser_count <= 4'b0;
        end
      else if (ser_en && !ser_done)
        begin
          ser_count <= ser_count + 4'b1;
        end
      else
        begin
          ser_count <= 4'b0;
        end
      end
    assign ser_done = (ser_count == 4'h8);
endmodule
```
`run.sh`:
```
#!/bin/bash
# OpenROAD 26Q1-2900-gdf79404cd8, Yosys 0.63+post, stock flow scripts
make -C /OpenROAD-flow-scripts/flow DESIGN_CONFIG=/design/flow/config.mk WORK_HOME=/design/flow/orfs finish
```
==> GITHUB_STEP_SUMMARY <==
## Implementation flow summary

| Metric | Value |
|---|---|
| Gp weighted congestion | 0.798 |
| Via count | 449 |
| CTS Buf Count | 3 |
| First-pass DRT Iterations | 4 |
| Port Buffers | 14 |
| Chip area in the Yosys report | 604 um^2 |
| Synth Seq Share | 45.8% |
| Register-to-register setup slack | 0.43 ns |
| Maxcap violations | 0 |
| Worst slew margin | 66.7% |
| Unrepaired setup endpoints after global routing | false |
| Overall routing resource usage | 3.18% |
| Pins Over Slew Limit | 0 |
| Post-synth EDFFs | 0 |
| R2r startpoint | U0.ser_count[0] |
| Postcts setup bufs | 0 |
| Status | completed |
| Synth-to-layout area growth | 50.7% |
| Tcrit/Tclk final | 96.8% |
| Mapped Area | 604 um^2 |
| Post-synth top cells | 10 x dfrtp_1, 7 x nor2_1, 6 x xnor2_1, 4 x inv_1, 4 x o21ai_0 |
| # fillers | 599 |
| Hold bufs inserted after CTS | 0 |
| Row cnt | 27 |
| Routed wire per std cell | 9.57 um |
| Main area contributors | dfrtp_1 41%, mux4_1 8.7%, xnor2_1 8.7% |
| PwrDens | 1150 nW/um^2 |
| Minimum clock period | 1.74 ns |
| Final hold vios | 0 |
| Synth top cell by count | dfrtp_1 |
| Most area-hungry cell type in the Yosys netlist | dfrtp_1 |
| Tightest Pin Transition | 0.498 ns |
| Setup CP Type | reg2out |
| Clock skew | 0.00111 ns |
| Ys flop type | dfrtp_1 |
| Final total power | 1.05 mW |
| Count of cell types in the netlist | 21 |
| Worst setup margin | 0.0585 ns |
| Worst VDD drop | 0.341 mV |
| Ys async rst share | 100% |
| Fraction of layout cells with a size suffix above 1 | 16.0% |
| Fmax | 0.574 GHz |
| Core area | 5470 um^2 |
| Die area | 9030 um^2 |
| Ant diodes | 0 |
| CTS tree | done |
| Average cell area after synthesis | 11.4 um^2 |
| Log Warnings | 26 |
| Iter 0 DRT Violations | 16 |
| Yosys warning count | 4 |
| FP Core Util | 11.0% |
| Synthesized registers | 11 |
| Clock slew at reported path FFs | 0.05 ns |
| Vias/cell | 3.05 |
| CTS HTree Levels | 1 |
| Final cell count without fillers | 147 |
| Antenna-violating nets left | 0 |
| Clock Root Buffer | clkbuf_8 |
| Clk latency late pin | 0.23 ns |
| Routed Wire Length | 1.41 mm |
| Total gr overflow | 0 |
| Synth top area share | 41.4% |
| Post-Place Worst Slack | -0.195 ns |
| Vias in the first global route | 496 |
| Die width | 95 um |
| Maximum root-to-sink buffer count | 2 |
| Reg-to-reg endpoint | U0.ser_data |
| Critical Path RT | 1.44 ns |
| DRC viols | 0 |
| CP Launch Type | flip-flop |
| Number of cells on the worst reg-to-reg path | 3 |
| Final setup violation count | 0 |
| Placed instance count | 143 |
| Num ports | 15 |
| CTS Sinks | 11 |
| Cell count in the Yosys report | 53 |
| Initial antenna violation count | 0 |
| Static Leakage | 0.387 nW |
| Die H | 95 um |
| First-pass GRT wire length | 2.29 mm |
| Crit path DAT | 1.38 ns |
| Pin count of the biggest net entering global routing | 12 |
| Crit. End Element | output port |
| Worst-path maximum fanout | 2 |
| Hold WC Path Type | in2async |
| Gate Count Post-Synth | 53 |
-- worst max-delay path: stages, from the launching register on --
cell	delay [ns]
dfrtp_1	0.38
or4b_4	0.50
a21o_1	0.16
buf_2	0.11
-- worst max-delay path by stage --
stage,startpoint,endpoint,cells after the start
CTS,U2.current_state[1],TX_OUT,3
global route,P_DATA[3],U1.par_bit,5
finish,U2.current_state[1],TX_OUT,3
-- per-stage QoR --
step / hold WS (ns) / TNS [ns] / util (%) / area [um^2]
5_1_grt: 0.508 / 0 / 16.6 / 911
3_3_place_gp: 0.521 / -0.407 / 15.8 / 865
2_1_floorplan: 0.0644 / 0 / - / 604
4_1_cts: 0.476 / 0 / 16.6 / 911
6_report: 0.465 / 0 / 16.6 / 911
3_5_place_dp: 0.517 / -0.378 / 15.8 / 865
-- per-layer routing --
metal  part of all wire, %  GRT usage, %
met1                    48          3.99
met2                    40          4.69
met3                   7.8          1.44
met4                   4.0          1.25
met5                     0             0
-- where the power goes --
| part | total, mW | internal (mW) | switching [mW] |
|---|---|---|---|
| logic | 0.415 | 0.254 | 0.161 |
| registers | 0.396 | 0.325 | 0.0713 |
| clock network | 0.240 | 0.155 | 0.0848 |
-- layout by cell type, fill, tap and decap left out, types with 3 or more instances in the layout --
cell and n:
xnor2_1 6, dfrtp_1 10, inv_1 4, o21ai_0 4, clkbuf_8 3, clkdlybuf4s50_1 12, nor2_1 7
-- state kept, by name (all words and copies together), names as in the netlist --
register          cells
U0.ser_data           1
U2.current_state      5
U1.par_bit            1
U0.ser_count          4
-- kinds of logic (layout without fill, tap and decap cells) --
logic type / Yosys count / in the layout / share of synthesized area, %
AND/OR/NAND/NOR: 15 / 15 / 12.2
multiplexers: 3 / 3 / 11.2
XOR/XNOR: 9 / 9 / 15.3
buffers and inverters: 4 / 26 / 2.48
AND-OR/OR-AND: 9 / 9 / 8.90
adder cells (fa/ha/maj): 2 / 2 / 4.14
flip-flops: 11 / 11 / 45.8
-- cell type report --
class / count / area (um^2) / share of cell area [%]
multi-input combinational: 38 / 317 / 34.8
sequential: 11 / 277 / 30.4
timing repair buffer: 18 / 168 / 18.4
tap: 72 / 90.1 / 9.89
clock buffer: 4 / 45.0 / 4.95
inverter: 4 / 15.0 / 1.65
-- repair_timing --
item | in CTS | in global routing
setup endpoints to repair | 2 | 1
resized | 9 | 0
pin swaps | 2 | 1
Power figures rest on the tool's default switching activity, not on a simulated workload.
